File: ./design.v
`timescale 1ns / 1ps
module traffic_light(
    input clk,
    input rst,
    output reg [2:0] rd1, rd1c, rd2, rd2c, rd3, rd3c, rd4, rd4c,
    output reg [3:0] count
);
    reg [3:0] p_state;
    parameter S1 = 4'd1;   
    parameter S2 = 4'd2;   
    parameter S3 = 4'd3;   
    parameter S4 = 4'd4;   
    parameter S5 = 4'd5;   
    parameter S6 = 4'd6;   
    parameter S7 = 4'd7;   
    parameter S8 = 4'd8;   
    parameter GREEN_TIME = 4'd7;
    parameter YELLOW_TIME = 4'd2;
    parameter RED = 3'b100, YELLOW = 3'b010, GREEN = 3'b001;
    always @(posedge clk or posedge rst) begin
        if (rst) begin
            p_state <= S1;
            count <= 4'd0;
        end else begin
            case (p_state)
                S1: 
                if (count == GREEN_TIME)
                    begin 
                        p_state <= S2; 
                        count <= 0; 
                    end 
                else 
                count <= count + 1;
                S2: 
                if (count == YELLOW_TIME) 
                    begin 
                        p_state <= S3; 
                        count <= 0; 
                    end 
                else 
                count <= count + 1;
                S3: 
                if (count == GREEN_TIME) 
                    begin 
                        p_state <= S4; 
                        count <= 0; 
                    end 
                else 
                count <= count + 1;
                S4: 
                if (count == YELLOW_TIME) 
                    begin 
                        p_state <= S5; 
                        count <= 0; 
                    end 
                else 
                count <= count + 1;
                S5: 
                if (count == GREEN_TIME)
                    begin 
                        p_state <= S6; 
                        count <= 0; 
                    end 
                else 
                count <= count + 1;
                S6: 
                if (count == YELLOW_TIME) 
                    begin 
                        p_state <= S7; 
                        count <= 0; 
                    end 
                else 
                count <= count + 1;
                S7: 
                if (count == GREEN_TIME) 
                    begin 
                        p_state <= S8; 
                        count <= 0; 
                    end 
                else 
                count <= count + 1;
                S8: 
                if (count == YELLOW_TIME) 
                    begin 
                        p_state <= S1;
                        count <= 0; 
                    end 
                else 
                count <= count + 1;
            endcase
        end
    end
    always @(*) begin
        rd1 = RED; rd1c = RED;
        rd2 = RED; rd2c = RED;
        rd3 = RED; rd3c = RED;
        rd4 = RED; rd4c = RED;
        case (p_state)
            S1: 
                begin 
                    rd1 = GREEN; 
                    rd1c = GREEN; 
                end
            S2: 
                begin 
                    rd1 = YELLOW; 
                    rd1c = YELLOW; 
                end
            S3: 
                begin 
                    rd3 = GREEN; 
                    rd3c = GREEN; 
                end
            S4:     
                begin 
                    rd3 = YELLOW; 
                    rd3c = YELLOW; 
                end
            S5: 
                begin 
                    rd2 = GREEN; 
                    rd2c = GREEN; 
                end
            S6: 
                begin 
                    rd2 = YELLOW; 
                    rd2c = YELLOW; 
                end
            S7: 
                begin 
                    rd4 = GREEN; 
                    rd4c = GREEN; 
                end
            S8: 
                begin 
                    rd4 = YELLOW; 
                    rd4c = YELLOW; 
                end
        endcase
    end
endmodule
File: ./run.sh
#!/bin/bash
# OpenROAD 26Q1-2900-gdf79404cd8, Yosys 0.63+post, stock flow scripts
make -C /OpenROAD-flow-scripts/flow DESIGN_CONFIG=/design/flow/config.mk WORK_HOME=/design/flow/orfs finish
File: ./config.mk
export PLATFORM = sky130hd
export DESIGN_NAME = traffic_light
export DESIGN_NICKNAME = traffic_light
export VERILOG_FILES = /design/flow/design.v
export SDC_FILE = /design/flow/constraint.sdc
export NUM_CORES = 4
export LEC_CHECK = 1
export CORE_AREA = 10 10 70 70
export DIE_AREA = 0 0 80 80
File: ./constraint.sdc
current_design traffic_light

set clk_period 2.3
set clk_io_pct 0.2

create_clock -name clk0 -period $clk_period [get_ports {clk}]

set non_clock_inputs [all_inputs -no_clocks]
set_input_delay [expr $clk_period * $clk_io_pct] -clock clk0 $non_clock_inputs
set_output_delay [expr $clk_period * $clk_io_pct] -clock clk0 [all_outputs]
==> impl_metrics.xml <==
<?xml version="1.0" encoding="UTF-8"?>
<metrics>
  <group name="die">
    <metric name="chipHeight" unit="um">80</metric>
    <metric name="io_pins" unit="">30</metric>
    <metric name="placement_rows" unit="">21</metric>
    <metric name="core-area" unit="mm2">0.003416</metric>
    <metric name="floorplan_die_area" unit="mm2">0.006400</metric>
    <metric name="floorplanUtilization" unit="">0.2341</metric>
    <metric name="floorplan.die.width" unit="um">80</metric>
  </group>
  <group name="status">
    <metric name="outcome" unit="">complete, no violations</metric>
  </group>
  <group name="setup_path">
    <metric name="cp_data_required_time" unit="ps">1840</metric>
    <metric name="end_kind" unit="">output port</metric>
    <metric name="crit_type" unit="">reg -&gt; out</metric>
    <metric name="worstPathArrival" unit="ps">1800</metric>
    <metric name="slowest_cp_cell" unit="">dfstp_2</metric>
    <metric name="cp_cell_sequence" unit="">inv_2 -&gt; ha_4 -&gt; and3b_1 -&gt; a21oi_2 -&gt; clkdlybuf4s50_1</metric>
    <metric name="path_buffers" unit="">2</metric>
    <metric name="start_kind" unit="">register</metric>
    <metric name="max_stage_delay" unit="ps">540</metric>
    <metric name="critical_path.top_delay_family" unit="">flip-flops</metric>
    <metric name="path_max_fanout" unit="">5</metric>
  </group>
  <group name="placement">
    <metric name="place.port_buffers" unit="">29</metric>
    <metric name="placed_cell_area" unit="mm2">0.001071</metric>
    <metric name="placed_cells_incl_taps" unit="">159</metric>
    <metric name="replace_congestion" unit="">0.8278</metric>
    <metric name="pre_cts_slack" unit="ps">91.77</metric>
    <metric name="hpwl_after_detailed_placement" unit="mm">1.545</metric>
  </group>
  <group name="timing">
    <metric name="worst_hold_margin" unit="ps">449.4</metric>
    <metric name="finalSetupTns" unit="ps">0</metric>
    <metric name="layout_worst_path_cycle_share" unit="">0.9815</metric>
    <metric name="actual_slew_at_the_worst_max_slew_pin" unit="ps">572.0</metric>
    <metric name="relSlewSlack" unit="">0.6163</metric>
    <metric name="max_freq" unit="GHz">0.4430</metric>
    <metric name="timing.final.crit_period" unit="ps">2257</metric>
    <metric name="grt_setup_unrepaired" unit="">yes</metric>
    <metric name="timing_hold_violations_final" unit="">0</metric>
    <metric name="final_max_slew_viol_count" unit="">0</metric>
    <metric name="setup_violations" unit="">0</metric>
    <metric name="postLayoutSetupSlackWorst" unit="ps">42.57</metric>
    <metric name="clock-skew-final" unit="ps">8.567</metric>
  </group>
  <group name="routing">
    <metric name="remaining_drc_errors" unit="">0</metric>
    <metric name="detail_route.first_pass.iterations" unit="">4</metric>
    <metric name="drtAntennaViolNets" unit="">0</metric>
    <metric name="detail_route.antenna_diodes" unit="">0</metric>
    <metric name="vias" unit="">730</metric>
    <metric name="detail_route.iter0.violations" unit="">58</metric>
    <metric name="avgViaCountPerCell" unit="">4.371</metric>
    <metric name="routedWlPerCell" unit="um">11.71</metric>
    <metric name="postRouteWirelength" unit="mm">1.956</metric>
  </group>
  <group name="global_route">
    <metric name="number_of_global_route_vias_before_repair" unit="">682</metric>
    <metric name="grt_first_pass_wirelength" unit="mm">3.146</metric>
    <metric name="antenna_violations_before_repair" unit="">0</metric>
    <metric name="largest_net_degree_at_the_start_of_global_routing" unit="">14</metric>
    <metric name="grt_usage" unit="">0.05686</metric>
    <metric name="overflow" unit="">0</metric>
  </group>
  <group name="clocking">
    <metric name="clkLatencyLatePin" unit="ps">250</metric>
    <metric name="clkTransAtPathRegs" unit="ps">60</metric>
    <metric name="clock_sinks" unit="">8</metric>
    <metric name="master_cell_of_the_clock_root_buffer" unit="">clkbuf_4</metric>
    <metric name="ctsHoldBuffers" unit="">0</metric>
    <metric name="cts.htree.levels" unit="">1</metric>
    <metric name="cts_max_path_buffers" unit="">2</metric>
    <metric name="cts_made_buffers" unit="">3</metric>
    <metric name="cts_tree" unit="">built</metric>
  </group>
  <group name="logic_synthesis">
    <metric name="synth_top_cell_by_count" unit="">buf_4</metric>
    <metric name="edf_count" unit="">0</metric>
    <metric name="common_cells" unit="">buf_4, o21ai_0, inv_1</metric>
    <metric name="synthDominantCellAreaShare" unit="">0.2191</metric>
    <metric name="yosysCellCount" unit="">94</metric>
    <metric name="synth.yosys.seq_area_share" unit="">0.2520</metric>
    <metric name="synth-main-ff-cell" unit="">dfrtp_1</metric>
    <metric name="netlist_area" unit="um2">799.5</metric>
    <metric name="synth.cellmix.xorXnorShare" unit="">0</metric>
    <metric name="post_synth_mux_area_share" unit="">0.02817</metric>
    <metric name="post_synth_num_cell_types" unit="">35</metric>
    <metric name="synthesis.instances" unit="">94</metric>
    <metric name="synth_top_cell_by_area" unit="">dfrtp_1</metric>
    <metric name="post_synth_fa_ha_maj_area_fraction" unit="">0.1095</metric>
    <metric name="synth.top_cells.by_area" unit="">dfrtp_1, buf_4, ha_1, o21ai_0, and2_1</metric>
    <metric name="logic_family" unit="">simple AND/OR/NAND/NOR gates</metric>
    <metric name="postSynthRegisterBits" unit="">8</metric>
    <metric name="synth_simple_gate_area_share" unit="">0.2394</metric>
    <metric name="yosys-stat-area" unit="um2">799.5</metric>
    <metric name="ys.warnings.count" unit="">1</metric>
    <metric name="compound_area_frac" unit="">0.2003</metric>
    <metric name="synthArstFlopShare" unit="">1.000</metric>
    <metric name="syn_area_per_cell" unit="um2">8.506</metric>
  </group>
  <group name="pwr">
    <metric name="leakage" unit="nW">0.4832</metric>
    <metric name="p_per_area" unit="mW/mm2">221.1</metric>
    <metric name="vdd_ir_drop_max" unit="mV">0.2188</metric>
  </group>
  <group name="finish">
    <metric name="design_area" unit="mm2">0.001172</metric>
    <metric name="layout-area-overhead-vs-synth" unit="%">46.63</metric>
    <metric name="layout-drive-gt1-share" unit="">0.2397</metric>
    <metric name="filler_cell_count" unit="">359</metric>
    <metric name="layoutNonFillerInstCount" unit="">167</metric>
  </group>
  <group name="min_path">
    <metric name="kind_of_path_behind_the_tightest_hold_check" unit="">in -&gt; async</metric>
  </group>
  <group name="job">
    <metric name="drv_cap" unit="">0</metric>
    <metric name="log.warning_count" unit="">31</metric>
  </group>
</metrics>
==> flip-flops by register name, indices dropped and copies added, names as in the netlist <==
signal   count
p_state      4
count        4
==> per-stage QoR <==
step	power, W	utilization
6_report	0.0002592	0.3432
5_1_grt	0.0002732	0.3432
4_1_cts	0.0002646	0.3304
3_5_place_dp	0.0001480	0.3136
3_3_place_gp	0.0001480	0.3136
2_1_floorplan	0.0001455	-
==> power by group <==
| group | switching, W | internal (W) |
|---|---|---|
| clock network | 0.0000476 | 0.0000663 |
| logic | 0.00000281 | 0.00000158 |
| registers | 0 | 0.000141 |
| total | 0.0000504 | 0.000209 |
==> cells by family after synthesis <==
logic type | after synthesis
adders and majority gates | 7
and+or+nand+nor | 32
DFF | 8
muxes | 2
buffers and inverters | 22
AOI/OAI and AO/OA | 23
==> area by class of cell <==
cell class | count | area (um2) | share of cell area
tap | 46 | 57.56 | 0.04909
inverter | 8 | 30.03 | 0.02561
timing repair buffer | 37 | 355.3 | 0.3031
sequential | 8 | 201.4 | 0.1718
multi-input combinational | 64 | 501.7 | 0.4280
clock buffer | 4 | 26.28 | 0.02241
==> final timing paths <==
path	start	cells after the start	slack, ps	end
worst min-delay path	rst	2	450	count[1]
worst min register to register	count[1]	2	580	count[1]
worst max-delay path	p_state[0]	5	40	rd4c[2]
min in group clk0	count[1]	2	580	count[1]
max in group asynchronous	rst	2	1560	p_state[0]
worst max register to register	p_state[1]	8	250	count[1]
==> per-layer routing <==
layer | routed length, um | part of all wire | global-route usage
met1 | 884 | 0.45 | 0.07989
met2 | 777 | 0.40 | 0.08266
met3 | 294 | 0.15 | 0.02273
met4 | 0 | 0 | 0.005282
met5 | 0 | 0 | 0
==> layout by cell type (no fill, tap or decap), types with 2 or more instances in the layout <==
cell type        count
clkdlybuf4s50_1     27
o21ai_0              9
buf_4                8
dfrtp_1              7
inv_1                6
nand2_1              5
and2_1               5
nor2_1               4
ha_1                 4
or3_1                3
a21oi_1              3
clkbuf_4             3
and3b_1              2
nor3_1               2
inv_2                2
ha_4                 2
dlymetal6s2s_1       2
==> what timing repair did <==
action / in CTS / in global routing
pin swaps: 1 / 2
buffers inserted: 2 / 2
gates resized: 4 / 9
endpoints found under the setup margin: 6 / 14
Power is estimated from default activity; no workload was simulated.
